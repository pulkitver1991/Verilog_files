<file path="./config.mk">
export PLATFORM = sky130hd
export DESIGN_NAME = vendingmachine
export DESIGN_NICKNAME = vendingmachine
export VERILOG_FILES = /design/flow/design.v
export SDC_FILE = /design/flow/constraint.sdc
export NUM_CORES = 4
export LEC_CHECK = 1
export CORE_AREA = 10 10 71 71
export DIE_AREA = 0 0 81 81
</file>
<file path="./constraint.sdc">
current_design vendingmachine

set clk_period 1.6
set clk_io_pct 0.2

create_clock -name clk0 -period $clk_period [get_ports {clk}]

set non_clock_inputs [all_inputs -no_clocks]
set_input_delay [expr $clk_period * $clk_io_pct] -clock clk0 $non_clock_inputs
set_output_delay [expr $clk_period * $clk_io_pct] -clock clk0 [all_outputs]
</file>
<file path="./design.v">
module vendingmachine(p,ne,change,ps,clk,money);
  output reg[0:1]p;
  output reg ne;
  output reg[3:0]change;
  input clk;
  input [3:0]money;
  input [0:1]ps;
  reg reset;
   initial 
   begin
   change=4'b0;
   p=2'b0;
   end
  always@(negedge clk)
  begin
    if(reset==1'b1)
      begin
        change=1'b0;
        p[0]=1'b0;
        p[1]=1'b0;
        ne=1'b0;
      end
    else if(money==4'b1010)
      begin
        change=4'b0000;
        ne=1'b0;
        if(ps[0]==1'b1 & ps[1]==1'b0)
          begin
            p[0]=1'b1;
            p[1]=1'b0;
            reset=1'b1;
          end
        else if(ps[0]==1'b0 & ps[1]==1'b1)
          begin
            p[0]=1'b0;
            p[1]=1'b1;
            reset=1'b1;
          end
      end
      else if(money<4'b1010)
      begin
        change=money;
        ne=1'b1;
        p[0]=1'b0;
        p[1]=1'b0;
        reset=1'b1;
      end
      else if(money>4'b1010)
      begin
        ne=1'b0;
        if(ps[0]==1'b1 & ps[1]==1'b0)
          begin
            p[0]=1'b1;
            p[1]=1'b0;
            change=money-4'b1010;
            reset=1'b1;
          end
        else if(ps[0]==1'b0 & ps[1]==1'b1)
          begin
            p[0]=1'b0;
            p[1]=1'b1;
            change=money-4'b1010;
            reset=1'b1;
          end
      end
    end
  endmodule
</file>
<file path="./run.sh">
#!/bin/bash
# OpenROAD 26Q1-2900-gdf79404cd8, Yosys 0.63+post, stock flow scripts
make -C /OpenROAD-flow-scripts/flow DESIGN_CONFIG=/design/flow/config.mk WORK_HOME=/design/flow/orfs finish
</file>
==> flow_summary_export.csv <==
group,metric,value,unit
grt,track_usage,3.847,%
place,dp_slack,-1040,ps
critical_path,worstPathRequired,1030,ps
floorplanning,ios,14,
synthesis,area_leaders,"dfxtp_1, ha_1, inv_1, a21oi_1, buf_6",
synthesis,flop_cell,"dfxtp_1",
route,via_per_inst,3.600,
outcome,outcome,"finished, violations left",
min_path,hp-class,"register to register",
clocking,postCtsHoldBufs,0,
synthesis,synth_cells,47,
route,drt_first_pass_iters,4,
pwr,p_leak,0.3784,nW
synthesis,ys_seq_share,38.44,%
route,antenna_left,0,
floorplanning,fp.dieH,81,um
route,antennaDiodeCount,0,
layout,final_cells,130,
timing,rsz0062_at_grt,"yes",
timing,finalHoldViolations,0,
layout,syn_to_final_growth,93.39,%
critical_path,worst_r2r_endpoint,"change[1]",
timing,skew,5.723,ps
pwr,peakVddDrop,0.0001919,V
timing,holdWs,498.6,ps
floorplanning,die_x,81,um
clocking,clock_tree.root_cell,"clkbuf_8",
floorplanning,die-area,6561,um^2
synthesis,yosysWarnings,1,
grt,grt_max_degree,9,
critical_path,cp_data_arrival_time,1270,ps
clocking,clock_latency,290,ps
grt,grt_pass1_wl,2111,um
route,drt_wl_total,1243,um
outcome,failed_checks,"setup timing",
grt,antenna_found_initial,0,
synthesis,edf_count,0,
critical_path,reg2reg_slack,730,ps
critical_path,crit_path_start_kind,"primary input",
min_path,min_from,"reset",
synthesis,syn_area,416.7,um^2
layout,drive_gt1_share,59.76,%
grt,grt_overflow,0,
floorplanning,fp_util,11.47,%
place,dp.cells,115,
clocking,htree_levels,1,
layout,fin_util,22.18,%
flow_run,warnings,37,
critical_path,path_max_fanout,4,
route,wl_per_cell,9.562,um
synthesis,yosysMostFrequentCell,"inv_1",
route,drtIter0Drc,15,
place,dp_hpwl,905.8,um
place,numPortBuffers,13,
synthesis,ys_area,416.6,um^2
critical_path,crit_type,"primary input to register",
synthesis,synthTopCellsByCount,"inv_1, dfxtp_1, a21oi_1",
place,place_congestion,0.8210,
synthesis,yosys_cells,47,
route,num_vias,468,
timing,max_slew_margin,85.25,%
clocking,numCtsBuffers,3,
grt,first_global_vias,505,
synthesis,numSynthFlops,8,
route,drc,0,
layout,fill_cells,412,
synthesis,top_cell_area_share,38.44,%
floorplanning,rows,22,
critical_path,cp-end-kind,"register",
synthesis,async_flop_share,0,%
timing,worst_slack,-239.5,ps
pwr,p_per_area,780.8,nW/um^2
clocking,clock-sinks,8,
clocking,clk_pin_slew_worst_paths,40,ps
timing,maxSlewViolCount,0,
flow_run,maxCapViolCount,0,
synthesis,synth_cell_types,24,
clocking,cts_tree,"yes",
timing,tightestPinTransition,221.2,ps
critical_path,worstReg2RegStart,"reset",
timing,setup_viol,12,
critical_path,reg2reg_depth,2,
floorplanning,core,3633,um^2
critical_path,endpoint,"change[2]",
critical_path,crit_path_start,"ps[0]",
synthesis,postSynthAreaPerCell,8.865,um^2
synthesis,largest_area_cell,"dfxtp_1",
clocking,clock_path_buffers,2,
routing by layer:
layer,global-route usage (%),wire length (um),up-vias
met2,6.290,623,14
met5,0,0,-
met1,4.252,509,213
li1,-,-,239
met4,2.076,38,0
met3,1.448,72,2
metrics by stage:
stage	area [um^2]	TNS (ps)	power [mW]
after floorplan	455.4	-1439	0.2845
after global placement	690.7	-8853	0.3230
after detailed placement	690.7	-9027	0.3249
after CTS	760.7	-2662	0.6309
after global routing	805.8	-2754	0.6831
final	805.8	-2380	0.6291
registers in the layout, summed over array words and instances (netlist names):
name	cells
ne	1
p	2
reset	1
change	4
placed cells by master (no fill, tap or decap), types with 2 or more instances in the layout:
master	n
inv_1	13
buf_2	11
buf_4	8
dfxtp_2	6
buf_6	6
a21oi_1	4
nor2_1	3
clkbuf_8	3
nand3_2	2
inv_2	2
ha_4	2
dfxtp_1	2
how the worst min path moves through the flow:
stage | slack [ps] | to | depth (start not counted)
after CTS | 470 | change[2] | 2
after global routing | 530 | change[1] | 2
final | 500 | ne | 1
power by group:
part	switching, mW	internal [mW]
clock network	0.127	0.191
logic	0.0506	0.0593
registers	0	0.201
cell families after synthesis:
family,Yosys count,share of synthesized area (%)
compound gates,15,27.03
fa+ha+maj,3,9.010
buf+inv,10,10.81
flops,8,38.44
simple gates,11,14.72
timing repair:
| item | 4_1_cts | 5_1_grt |
|---|---|---|
| buffers inserted | 4 | 1 |
| pin swaps | 6 | 9 |
| resized | 59 | 9 |
| hold endpoints to repair | 0 | 0 |
| setup endpoints to repair | 15 | 13 |
area by class of cell:
cell class	instances	area (um^2)	share of cell area [%]
clock buffers	3	41.29	5.124
clock inverters	8	30.03	3.727
inverters	8	32.53	4.037
multi-input cells	29	276.5	34.32
flip-flops and latches	8	167.7	20.81
well taps	48	60.06	7.453
repair buffers	26	197.7	24.53
critical path, stage by stage:
cell	delay (ps)
buf_6	100
ha_4	230
o21bai_4	180
a221o_1	320
a21oi_2	110
Power is estimated from default activity; no workload was simulated.
