<file path="flow/design.v">
module fir_formula(y,clk,b1,b2,b3,x);
  output reg [0:7]y;
  input clk;
  input [0:7]x;
  input [0:7]b1,b2,b3;
  reg [0:7]x0[1:3];
  reg [0:7]i;
  always @(negedge clk)
  begin
    for(i=3;i>0;i=i-1)
    begin
     x0[i]<=x0[i-1]; 
    end
    x0[1]<= x;
        y=((b1*x0[1])+(b2*x0[2])+(b3*x0[3]));  
  end
endmodule
</file>
<file path="flow/run.sh">
#!/bin/bash
# OpenROAD 26Q1-2900-gdf79404cd8, Yosys 0.63+post, stock flow scripts
make -C /OpenROAD-flow-scripts/flow DESIGN_CONFIG=/design/flow/config.mk WORK_HOME=/design/flow/orfs finish
</file>
<file path="flow/config.mk">
export PLATFORM = sky130hd
export DESIGN_NAME = fir_formula
export DESIGN_NICKNAME = fir_formula
export VERILOG_FILES = /design/flow/design.v
export SDC_FILE = /design/flow/constraint.sdc
export NUM_CORES = 4
export LEC_CHECK = 1
export CORE_UTILIZATION = 40
</file>
<file path="flow/constraint.sdc">
current_design fir_formula

set clk_period 9.0
set clk_io_pct 0.2

create_clock -name clk0 -period $clk_period [get_ports {clk}]

set non_clock_inputs [all_inputs -no_clocks]
set_input_delay [expr $clk_period * $clk_io_pct] -clock clk0 $non_clock_inputs
set_output_delay [expr $clk_period * $clk_io_pct] -clock clk0 [all_outputs]
</file>
==> flow report <==
RUN STATUS
--------------------------------------------------------------------------------
Run status                                                          finished, violations left
Violations in the final reports                                     negative setup slack

SYNTHESIS
--------------------------------------------------------------------------------
Main area contributors                                              sky130_fd_sc_hd__fa_1 (29%), sky130_fd_sc_hd__dfxtp_1 (18%), sky130_fd_sc_hd__ha_1 (17%), sky130_fd_sc_hd__xnor2_1 (9.5%), sky130_fd_sc_hd__and2_1 (8.5%)
Post-synth cell types                                                         13
Post-synth top area share                                                 0.2892
Part of the Yosys area used for sequential elements                       0.1780
Synth Cell Area                                                       3600 sq um
Synth async-reset ratio                                                        0
Ys Warns                                                                       2
EDFF count, synth                                                              0
Post-Syn Instances                                                           374
Yosys top cell by area                                              sky130_fd_sc_hd__fa_1
Average cell area after synthesis                                    9.625 sq um
Most common cell in the synthesized netlist                         sky130_fd_sc_hd__inv_1
Yosys cell count                                                             374
Post-synth top cells                                                sky130_fd_sc_hd__inv_1 (81), sky130_fd_sc_hd__nand2_1 (56), sky130_fd_sc_hd__fa_1 (52), sky130_fd_sc_hd__ha_1 (50), sky130_fd_sc_hd__and2_1 (49)
Synthesized chip area reported by yosys                               3600 sq um
Flops out of synthesis                                                        32
Most used flip-flop cell after synthesis                            sky130_fd_sc_hd__dfxtp_1

SETUP PATH
--------------------------------------------------------------------------------
Crit path to                                                                y[0]
R2r startpoint                                                          x0[1][7]
Worst EP arrival                                                         6.47 ns
Worst flop-to-flop path endpoint                                            y[0]
Critical Path Start Type                                              input port
Beginning of the critical path                                             b1[4]
List of cells traversed by the critical path                        buf_8, buf_4, nand2_2, fa_1, fa_1, fa_1, fa_1, fa_1, fa_1, fa_1, inv_2, ha_4, a21o_1, a21oi_4, xnor2_2, xnor2_1, xnor2_1
Slowest cell on the critical path                                   sky130_fd_sc_hd__fa_1
Required time at the worst-slack endpoint                                4.73 ns
Type of the worst setup path                                        input port to flip-flop
Critical Path Fanout Max                                                       4
Slack of the worst reg-to-reg path                                       3.78 ns
Largest stage delay on the critical path                                 0.53 ns
Depth of the worst register-to-register path                                  16
Worst setup EP type                                                    flip-flop
Cell repeated most along the worst path                             sky130_fd_sc_hd__fa_1

FINISH
--------------------------------------------------------------------------------
Fraction of layout instances using a drive strength above 1               0.3035
Number of standard cells in the final layout excluding fillers               599
Relative area change from synthesis to final layout                       39.80%
Final standard cell utilization of the core                               0.5770
Final design instance area without fill                               5032 sq um
# fillers                                                                    756

DRT
--------------------------------------------------------------------------------
DRC violations left                                                            0
Routed length per placed instance                                       13.17 um
Starting DRT DRC Count                                                        59
Total detailed-routing wirelength                                        7888 um
DR pass1 iterations                                                            4
Diodes inserted                                                                0
Residual antenna-violating net count after detailed routing                    0
Vias/cell                                                                  4.479
Total number of vias                                                        2683

GRT
--------------------------------------------------------------------------------
Pin count of the biggest net entering global routing                          10
Number of global-route vias before repair                                   2968
Remaining Overflow, GRT                                                        0
Number of antenna violations at the first check in global routing              0
Wire length of the first global-routing pass                            13800 um
All-Layer GR Usage                                                        0.1930

DIE
--------------------------------------------------------------------------------
Standard cell core area                                               8721 sq um
Die width                                                               96.87 um
Top-Level Pins                                                                41
Die height                                                              96.87 um
Area of the chip                                                      9383 sq um
Fp_density                                                                0.4128
Site row count                                                                34

TIMING
--------------------------------------------------------------------------------
Slew of the pin with the lowest slew margin                            0.4057 ns
Worst clock skew on the final layout                                  0.01033 ns
Setup violations, final                                                        5
Count of final hold-check violations                                           0
Worst rel slew slack                                                      0.7291
RSZ-0062 raised after global routing                                        true
Hold Slack                                                             0.3477 ns
Total Neg Setup Slack                                                  -6.250 ns
Final slew viol count                                                          0
Post-route worst setup slack                                           -1.743 ns

PLACEMENT
--------------------------------------------------------------------------------
Number of placed instances, taps included                                    551
Port-buffer cells                                                             40
Pre-CTS setup slack                                                    -2.670 ns
Global placement routability congestion                                   0.8523
Placement-stage cell area                                             4417 sq um
HPWL reported at the end of detailed placement                           6469 um

CLOCK TREE
--------------------------------------------------------------------------------
CTS HTree Levels                                                               2
Total clock buffers created by CTS                                             5
Clock-pin slew on the worst setup and hold paths                         0.03 ns
TritonCTS sink count                                                          32
Clock root cell                                                     sky130_fd_sc_hd__clkbuf_8
Number of buffers added to fix hold violations after cts                       0
Clock tree from TritonCTS                                                    yes
CTS Buffer Depth                                                               2
Clock insertion delay at the later pin of the skew report                0.34 ns

POWER
--------------------------------------------------------------------------------
Flop pwr share                                                             0.121
Total power draw                                                        1.588 mW
Switch Pwr                                                             0.6426 mW
Max VDD drop                                                         0.0003782 V
Leakage power summed over all cells                                     2.428 nW
Sw frac                                                                   0.4047
P per Cell Area                                                     315.5 nW/um^2
Logic pwr share                                                            0.778
Power share of the clock group                                             0.101
Cell internal power dissipation                                        0.9452 mW

MIN PATH
--------------------------------------------------------------------------------
Hold depth                                                                     0
Hold WC Path Type                                                   flip-flop to flip-flop

JOB
--------------------------------------------------------------------------------
Max-capacitance violation count                                                0
Tool Warnings                                                                 60

[critical path: cells and delay by family]
kind,cells,cell delay (ns)
AND/OR/NAND/NOR,1,0.07
XOR/XNOR,3,0.39
AND-OR/OR-AND,2,0.38
adder cells (fa/ha/maj),8,3.54
buffers and inverters,3,0.27
[worst min-delay path by stage]
| stage | end | slack, ns | startpoint |
|---|---|---|---|
| final | x0[2][0] | 0.35 | x0[1][0] |
| after global routing | x0[2][0] | 0.34 | x0[1][0] |
| after CTS | x0[2][0] | 0.36 | x0[1][0] |
[cell type report]
type	count	area, sq um	share of cell area
inverter	80	300.3	0.05967
clock inverter	34	130.1	0.02586
sequential	32	640.6	0.1273
tap	108	135.1	0.02685
clock buffer	5	68.82	0.01367
multi-input combinational	261	3039	0.6039
timing repair buffer	79	718.2	0.1427
[registers in the layout, summed over array words and instances, names as in the netlist]
signal	count
x0	24
y	8
[timing repair]
item                       4_1_cts  5_1_grt
setup endpoints to repair        6        6
pin swaps                       58       35
resized                        141       47
setup buffers                    6        4
[power groups by stage]
stage         Sequential, mW  Combinational [mW]  Clock, mW
CTS                    0.192                1.21      0.171
global route           0.195                1.39      0.188
finish                 0.193                1.24      0.160
[metal layers]
layer | global-route usage | wire [um] | vias to the layer above
li1 | - | - | 1330
met1 | 0.2835 | 3626 | 1285
met2 | 0.2898 | 3700 | 64
met3 | 0.06397 | 483 | 4
met4 | 0.04478 | 78 | 0
met5 | 0 | 0 | -
[kinds of logic (layout without fill, tap and decap cells)]
| group | Yosys count | count (layout) | share of synthesized area |
|---|---|---|---|
| xor gates and xnor gates | 47 | 47 | 0.1182 |
| DFF | 32 | 32 | 0.1780 |
| adders and majority gates | 102 | 102 | 0.4630 |
| and+or+nand+nor | 108 | 108 | 0.1495 |
| AOI/OAI and AO/OA | 4 | 4 | 0.006951 |
| buffers and inverters | 81 | 198 | 0.08446 |
[cells in the final DEF (no fill, tap or decap), types with 21 or more instances in the layout]
master / n
sky130_fd_sc_hd__and2_1: 38
sky130_fd_sc_hd__buf_4: 26
sky130_fd_sc_hd__dfxtp_1: 32
sky130_fd_sc_hd__fa_1: 45
sky130_fd_sc_hd__ha_1: 30
sky130_fd_sc_hd__inv_1: 91
sky130_fd_sc_hd__inv_2: 21
sky130_fd_sc_hd__nand2_1: 39
sky130_fd_sc_hd__xnor2_1: 37
Power is estimated from default activity; no workload was simulated.
