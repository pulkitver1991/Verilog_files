===== ./config.mk =====
export PLATFORM = sky130hd
export DESIGN_NAME = dsp_fir
export DESIGN_NICKNAME = dsp_fir
export VERILOG_FILES = /design/flow/design.v
export SDC_FILE = /design/flow/constraint.sdc
export NUM_CORES = 4
export LEC_CHECK = 1
export CORE_UTILIZATION = 40

===== ./constraint.sdc =====
current_design dsp_fir

set clk_period 9.9
set clk_io_pct 0.2

create_clock -name clk0 -period $clk_period [get_ports {clk}]

set non_clock_inputs [all_inputs -no_clocks]
set_input_delay [expr $clk_period * $clk_io_pct] -clock clk0 $non_clock_inputs
set_output_delay [expr $clk_period * $clk_io_pct] -clock clk0 [all_outputs]

===== ./design.v =====
module dsp_fir (y,clk,x);
  input signed [0:15]x;  
  input clk;                               
  output reg signed [0:15]y;     
  reg [0:15]x0;
  reg [0:15]x1;
  reg [0:15]x2;
 always @ (negedge clk) 
 begin
   y <=  (x0)/2 + x1 + (x2)/3;   
   x2 <= x1;                   
   x1 <= x0;                     
   x0 <= x;                     
end
endmodule

===== ./run.sh =====
#!/bin/bash
# OpenROAD 26Q1-2900-gdf79404cd8, Yosys 0.63+post, stock flow scripts
make -C /OpenROAD-flow-scripts/flow DESIGN_CONFIG=/design/flow/config.mk WORK_HOME=/design/flow/orfs finish

==> run summary <==
yosys + openroad results -> Initial Util 41.88%, routed via count 4560, area fraction in compound gates after synthesis 26.64%, Post-synth EDFFs 0, Die Size 0.01266 mm^2, DR DRC count 0, Final setup viols 0, gr usage total 19.66%, HP Class reg -> reg, run status completed, row cnt 39, Die Wd 112.5 um, Port-buffer cells 32, CTS buffer count 9, final worst path period need 9.236 ns, Yosys warnings 1, Worst Max-Slew Pin Slew 0.7903 ns, cell count after synthesis 604, I/O pin count 33, Antenna diodes 0, area share, top type 26.23%, Top non-seq family AND-OR/OR-AND gates, fillers 1046, post-cts sizing count 0, power per cell area 211.5 mW/mm^2, mapped cell area 0.004885 mm^2, largest net degree at the start of global routing 29, die y size 112.5 um, post-CTS setup buffers 0, total power 1.230 mW, Synth area leader dfxtp_1, number of logged tool warnings 89, clock sinks 64, Clock transition at path regs 0.03 ns, pre-CTS setup slack 0.7820 ns, Final GP Congestion 0.8922, Clock Tree Buf Depth 2, drt initial violations 358, LEAKAGE 2.786 nW, unrepaired setup endpoints after global routing false, Max VDD drop 0.1712 mV, max-slew violations 0, Vias per Instance 5.481, Max Cap Viol 0, cts hold-fix bufs 0, CP Max Fanout 26, worst endpoint data arrival time 14.49 ns, total grt overflow 0, fraction of layout cells with a size suffix above 1 6.386%, most frequent cells after synthesis inv_1, dfxtp_1, nor2_1, Basic Gates by Area 20.03%, setup tns final 0 ns, Synth top cell by count inv_1, antenna violations before repair 0, Area Growth Syn to Fin 19.11%, vias in the first global route 4307, post-route worst setup slack 0.6643 ns, Logic area 0.003109 mm^2, peak per-stage delay on the critical path 0.82 ns, Post-synth ARST share 0%, flops out of synthesis 64, Slew headroom 47.24%, Tcrit/Tclk final 93.29%, Clock Latency Late Sink 0.39 ns, Synth Area in Adders 11.07%, slowest CP cell dfxtp_1, Worst Setup Start Kind flop, register share after synthesis 26.23%, first drt pass iteration count 7, Hold Vio Cnt, Final 0, Routed Antenna Nets 0, Mean Syn Cell Area 8.087 um^2, WP data required 15.16 ns, yosys stat chip area 0.004885 mm^2, Top FF cell, synth dfxtp_1, CTS tree done, cells in synth_stat.txt 604, Setup crit end kind flop, WS Path Type reg -> reg, wire length of the first global-routing pass 20070 um, H-tree levels 3, Fin Clk Skew 0.01737 ns, Multiplexer share 2.049%, total core area 0.01166 mm^2, DP HPWL 8531 um, Avg WL per Cell 14.00 um, Root Driver clkbuf_16, xor/xnor share 3.765%, Netlist cell types 84, top cells, area dfxtp_1, fa_1, inv_1, Flop area 0.001281 mm^2, FMAX 0.1083 GHz, final wirelength 11640 um
[worst max-delay path: cells and delay by family, from the launching register on]
kind            cells  cell delay, ns
xor+xnor            1            0.13
flops               1            0.82
compound gates     21            4.45
buf+inv             3            0.16
simple gates        9            2.45
mux                 1            0.33
fa+ha+maj           4            0.83
[cell usage in the layout (no fill, tap or decap), types with 7 or more instances in the layout]
| master | netlist | routed |
|---|---|---|
| o21ai_0 | 29 | 29 |
| nand2b_1 | 8 | 8 |
| buf_4 | 5 | 8 |
| nand2_1 | 38 | 38 |
| xor2_1 | 7 | 7 |
| nor2_1 | 40 | 40 |
| a21o_1 | 8 | 8 |
| a31oi_1 | 9 | 9 |
| o21bai_1 | 7 | 7 |
| a21oi_1 | 36 | 36 |
| ha_1 | 16 | 16 |
| fa_1 | 16 | 16 |
| nand3_1 | 18 | 18 |
| xnor2_1 | 14 | 14 |
| nor3_1 | 13 | 12 |
| clkbuf_16 | 0 | 9 |
| o22ai_1 | 7 | 7 |
| dfxtp_1 | 64 | 64 |
| clkdlybuf4s50_1 | 0 | 32 |
| inv_1 | 84 | 148 |
| o31ai_1 | 8 | 8 |
[layout make-up]
class / count / share of cell area (%)
flip-flops and latches: 64 / 22.02
well taps: 143 / 3.075
repair buffers: 40 / 6.538
clock buffers: 9 / 3.871
inverters: 83 / 5.355
multi-input cells: 422 / 53.44
clock inverters: 71 / 5.699
[metrics by stage]
step                      utilization [%]  std cells  hold WS, ns  cell area (um^2)
after floorplan                         -        604       0.3096              4885
after global placement              45.10        753       0.3113              5260
after detailed placement            45.10        753       0.3144              5260
after CTS                           49.84        832       0.3190              5813
after global routing                49.89        832       0.3214              5818
final                               49.89        832       0.3181              5818
[report_power, final]
part           switching (mW)  internal (mW)  leakage, nW  total [mW]
logic                   0.238          0.233         1.74       0.471
registers              0.0242          0.308        0.540       0.332
clock network           0.173          0.255        0.503       0.427
[layer usage]
| layer | global-route usage (%) | share of wire [%] |
|---|---|---|
| met1 | 34.00 | 54 |
| met2 | 24.80 | 38 |
| met3 | 3.797 | 6.5 |
| met4 | 5.156 | 1.1 |
| met5 | 0 | 0 |
[kinds of logic after synthesis]
group	Yosys count
and+or+nand+nor	179
adders and majority gates	34
xor gates and xnor gates	21
buffers and inverters	118
DFF	64
muxes	9
AOI/OAI and AO/OA	179
[final timing paths]
path | from | end | slack, ns | cells past startpoint
hold reg to reg | x0[15] | x1[15] | 0.32 | 0
hold / removal | x0[15] | x1[15] | 0.32 | 0
setup / recovery | x2[2] | y[0] | 0.66 | 39
setup reg to reg | x2[2] | y[0] | 0.66 | 39
[state kept, by name (all words and copies together), names as in the netlist]
name  count
x2       16
y        16
x0       16
x1       16
Power figures rest on the tool's default switching activity, not on a simulated workload.
